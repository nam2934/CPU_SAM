[flow/config.mk]
export PLATFORM = sky130hd
export DESIGN_NAME = Memory
export DESIGN_NICKNAME = Memory
export VERILOG_FILES = /design/flow/design.v
export SDC_FILE = /design/flow/constraint.sdc
export NUM_CORES = 4
export LEC_CHECK = 1
export CORE_UTILIZATION = 30
[flow/constraint.sdc]
current_design Memory

set clk_period 8.4
set clk_io_pct 0.2

create_clock -name clk0 -period $clk_period

set non_clock_inputs [all_inputs -no_clocks]
set_input_delay [expr $clk_period * $clk_io_pct] -clock clk0 $non_clock_inputs
set_output_delay [expr $clk_period * $clk_io_pct] -clock clk0 [all_outputs]
[flow/design.v]
`timescale 1ns/1ps
module Memory(
  input [15:0] addrs_bus,
  input request,
  input rw,  
  output reg wait_,
  input [15:0] data_bus_write,
  output [15:0] data_bus_read
);
  reg [7:0] mem[0:255];
  integer i;
  initial begin
    wait_ = 1;
    for  (i=0;i!=256;i=i+1) mem[i] = 0;  
    mem[0] = 8'b00000000;  
    mem[1] = 8'b10000000;  
    mem[2] = 8'b10000000;  
    mem[3] = 8'b10000010;  
    mem[4] = 8'b11000000;  
    mem[5] = 8'b00001000;  
    mem[8] = 8'b01000000;  
    mem[9] = 8'b10000100;  
    mem[8'b10000000] = 8'hab;
    mem[8'b10000001] = 8'hcd;
    mem[8'b10000010] = 8'h00;
    mem[8'b10000011] = 8'h01;
    mem[8'b10000100] = 8'h00;
    mem[8'b10000101] = 8'h00;
  end
  assign data_bus_read[15:8] = (rw) ? mem[addrs_bus[7:0]] : 'bz;
  assign data_bus_read[7:0] = (rw) ? mem[addrs_bus[7:0]+1] : 'bz;
  always @ ( request or rw or data_bus_write ) begin
    if ( request ) begin
      if ( !rw ) begin
        mem[addrs_bus] = data_bus_write[15:8];
        mem[addrs_bus+1] = data_bus_write[7:0];
      end
      wait_ = 0;
    end
    else wait_ = 1;
  end
endmodule
[flow/run.sh]
#!/bin/bash
# OpenROAD 26Q1-2900-gdf79404cd8, Yosys 0.63+post, stock flow scripts
make -C /OpenROAD-flow-scripts/flow DESIGN_CONFIG=/design/flow/config.mk WORK_HOME=/design/flow/orfs finish
==> results.txt <==
run results: RD Place Congestion=between 1.5 and 2, number of register pins that no clock reaches=around 2000, GRT Total Usage=98.33%, Async S/R FF share, synth=0%, yosys warns=a little over 2000, synthesized netlist cell count=14190, Avg Inst Size Synth=slightly above 7 um^2, most area-hungry cell type in the Yosys netlist=sky130_fd_sc_hd__dlxtn_1, number of core rows=214, total cell area reported by yosys after synthesis=between 100000 and 150000 um^2, combined area of all synthesized cells=just over 100000 um^2, PortBufs=between 40 and 50, stop err=[ERROR GRT-0116] Global routing finished with congestion. Check the congestion regions in the DRC Viewer., pre-CTS WS=-0.01058 ns, outcome=aborted with a tool error, top cells by area, synth=sky130_fd_sc_hd__dlxtn_1, sky130_fd_sc_hd__mux2i_1, sky130_fd_sc_hd__a22oi_1, overflow left after global routing=approximately 18000, setup bufs post-CTS=0, stage where the flow stopped=global routing (5_1_grt), ys flop type=sky130_fd_sc_hd__dlxtn_1, Yosys Instances=14190, die x size=approximately 590 um, DPL Wire Length=roughly 1200000 um, placed standard-cell area=between 100000 and 150000 um^2, largest net degree at the start of global routing=between 70 and 80, number of global-route vias before repair=approximately 170k, Vert. Die Dim=586.0 um, Post-CTS Hold Buffers=0, Synth flops=2048, starting utilization of the core area=about 30%, global-route wire length before repair=around 2200000 um, post-synth top area share=between 30% and 40%, flip-flops with a built-in enable=0, Unique masters post-synth=approximately 74, I/O pin cnt=between 50 and 60, number of unconstrained endpoints=a little over 2000
==> cells in the mapped netlist (all sizes together), types with 16 or more instances <==
library cell / count
clkbuf: 1122
a22o: 180
a31oi: 233
a21oi: 189
mux2i: 1856
o22ai: 145
nand2: 2741
o211ai: 18
nor3: 100
a221oi: 83
nand3: 83
or4: 16
o21ai: 2049
and3: 25
buf: 441
nand4: 186
a222oi: 59
a211oi: 16
nor2: 667
a22oi: 1594
nor4: 94
a32oi: 20
dlxtn: 2048
==> per-layer routing <==
| layer | track usage [%] | GRT overflow |
|---|---|---|
| met1 | 95.55 | 2604 |
| met5 | 84.90 | 223 |
| met4 | 95.03 | 2921 |
| met3 | 92.87 | 2660 |
| met2 | 108.4 | 9658 |
==> stage by stage <==
stage	std cells	util, %	total power, W
after detailed placement	19560	37.06	0.009920
after global placement	19560	37.06	0.009893
after CTS	19560	37.06	0.009947
after floorplan	14190	-	0.004345
==> logic make-up after synthesis <==
family,count (synthesis),synth area share [%]
AOI/OAI and AO/OA,4671,28.95
xor gates and xnor gates,3,0.02568
and+or+nand+nor,4039,16.50
buffers and inverters,1569,6.192
latches,2048,30.00
muxes,1863,18.28
==> timing repair <==
action | in CTS
cloned | 0
setup endpoints to repair | 1
pin swaps | 0
resized | 1
No activity file was given, so power comes from the tool's default toggle rates.
