==> flow/design.v <==
module multiplexer_2_1(a,i_0,i_1,o);
  input a,i_0,i_1;
  output o;
  wire t1,t2;
  assign t1 = ~a & i_0;
  assign t2 = a & i_1;
  assign o = t1 | t2;
endmodule
module multiplexer_2_1_4bit(a,i_0,i_1,o);
  input a;
  input [3:0] i_0,i_1;
  output [3:0] o;
  wire [3:0] t1,t2;
  assign t1[0] = ~a & i_0[0];
  assign t1[1] = ~a & i_0[1];
  assign t1[2] = ~a & i_0[2];
  assign t1[3] = ~a & i_0[3];
  assign t2[0] = a & i_1[0];
  assign t2[1] = a & i_1[1];
  assign t2[2] = a & i_1[2];
  assign t2[3] = a & i_1[3];
  assign o[0] = t1[0] | t2[0];
  assign o[1] = t1[1] | t2[1];
  assign o[2] = t1[2] | t2[2];
  assign o[3] = t1[3] | t2[3];
endmodule
module multiplexer_4_1(a,b,i_0,i_1,i_2,i_3,o);
  input a,b;
  input [3:0] i_0,i_1,i_2,i_3;
  output [3:0] o;
  wire [3:0] t1,t2;
  multiplexer_2_1_4bit first(a,i_0,i_1,t1);
  multiplexer_2_1_4bit second(a,i_2,i_3,t2);
  multiplexer_2_1_4bit third(b,t1,t2,o);
endmodule
module controller (
  input clk,
  input wait_, IR15, AC15, IR14,
  output [21:0] bus_controller
);
  wire [39:0] micro_instructions;
  wire [1:0] muxout;
  reg [3:0] state;
  wire [3:0] next_state;
  controllerROM rom(state, micro_instructions);
  multiplexer_2_1 mux1(micro_instructions[39] ,wait_, IR15, muxout[1]);
  multiplexer_2_1 mux2(micro_instructions[38] ,AC15, IR14, muxout[0]);
  multiplexer_4_1 mux3(muxout[0], muxout[1], micro_instructions[37:34], micro_instructions[33:30], micro_instructions[29:26], micro_instructions[25:22], next_state);
  assign bus_controller = micro_instructions[21:0];
  always @ (posedge clk) state <= next_state;
  initial begin
    state = 0;
  end
endmodule
module controllerROM (
  input [3:0] state,
  output reg [39:0] out
);
  always @ ( out or state ) begin
    case (state)
    4'b0000: out = 40'b0000010001000100010000000000000001000000;  
    4'b0001: out = 40'b0000010001001000101000000000010000100000;  
    4'b0010: out = 40'b0000110011001000100000000010000000001100;  
    4'b0011: out = 40'b0000110011010001000000000000001000000000;  
    4'b0100: out = 40'b0001000100010101010010000000100000000000;  
    4'b0101: out = 40'b1101101001101111100000000000000000000000;  
    4'b0110: out = 40'b0001100110011101110100000000010000000000;  
    4'b0111: out = 40'b0010001000011101110000000010001000001100;  
    4'b1000: out = 40'b0000010001000100010001010100000010000001;  
    4'b1001: out = 40'b0010101010101010100100000000010100000010;  
    4'b1010: out = 40'b0000010001101010100000000011000000000100;  
    4'b1011: out = 40'b0011001100110011000100000000010000000000;  
    4'b1100: out = 40'b0011011101110011000000000010001000001100;  
    4'b1101: out = 40'b0000010001000100010001111000000010000001;  
    4'b1110: out = 40'b0000011111000111110000000000000000000000;  
    4'b1111: out = 40'b0000010001000100010100000000000000010000;  
    endcase
  end
endmodule
==> flow/run.sh <==
#!/bin/bash
# OpenROAD 26Q1-2900-gdf79404cd8, Yosys 0.63+post, stock flow scripts
make -C /OpenROAD-flow-scripts/flow DESIGN_CONFIG=/design/flow/config.mk WORK_HOME=/design/flow/orfs finish
==> flow/config.mk <==
export PLATFORM = sky130hd
export DESIGN_NAME = controller
export DESIGN_NICKNAME = controller
export VERILOG_FILES = /design/flow/design.v
export SDC_FILE = /design/flow/constraint.sdc
export NUM_CORES = 4
export LEC_CHECK = 1
export CORE_AREA = 10 10 79 79
export DIE_AREA = 0 0 89 89
==> flow/constraint.sdc <==
current_design controller

set clk_period 2.7
set clk_io_pct 0.2

create_clock -name clk0 -period $clk_period [get_ports {clk}]

set non_clock_inputs [all_inputs -no_clocks]
set_input_delay [expr $clk_period * $clk_io_pct] -clock clk0 $non_clock_inputs
set_output_delay [expr $clk_period * $clk_io_pct] -clock clk0 [all_outputs]
==> flow_metrics.env <==
# implementation run metrics
export IMPL_run_status="finished, final reports clean"
export IMPL_stage_log_warnings=33
export IMPL_post_synth_top_area_cell="ha_1"
export IMPL_ios=27
export IMPL_final_min_period_over_clock_period_pct=94.6
export IMPL_critPathMaxFanout=8
export IMPL_fmax_mhz=391
export IMPL_die_x_um=89
export IMPL_max_slew_margin_rel_pct=69.5
export IMPL_worst_slack_ns=0.145
export IMPL_post_synth_cell_area_avg_sq_um=8.31
export IMPL_first_global_vias=840
export IMPL_setup_tns_ns=0
export IMPL_end_kind="primary output"
export IMPL_globalRoute_totalOverflow=0
export IMPL_tmin_final_ns=2.55
export IMPL_yosysChipArea_sq_um=906
export IMPL_report_final_setup_viol=0
export IMPL_postRouteAntennaNets=0
export IMPL_post_drt_via_cell_ratio=4.70
export IMPL_antenna_diode_count=0
export IMPL_type_of_the_setup_path_with_the_least_slack="flop to primary output"
export IMPL_core_util_floorplan_pct=19.4
export IMPL_layout_core_utilization_pct=26.6
export IMPL_xor_area_share_pct=0
export IMPL_portBuffers=26
export IMPL_yosysUniqueCellTypes=40
export IMPL_topCombFamilyByArea="simple AND/OR/NAND/NOR gates"
export IMPL_avgRoutedWirePerCell_um=13.7
export IMPL_chain_of_cells_forming_the_critical_path="inv_1 > ha_4 > and3_2 > or2_2 > clkdlybuf4s50_1"
export IMPL_transition_time_at_the_pin_with_the_least_slew_margin_ns=0.449
export IMPL_initial_antenna_violation_count=0
export IMPL_clk_pin_slew_worst_paths_ns=0.03
export IMPL_grt_start_max_net_pins=25
export IMPL_yosys_warnings=2
export IMPL_htree_num_levels=1
export IMPL_met1_length_mm=1.03
export IMPL_min_delay_path_class="flop to flop"
export IMPL_ys_sh_simple_pct=23.6
export IMPL_post_synth_top_area_fraction_pct=13.8
export IMPL_ys_sh_aoi_pct=18.6
export IMPL_power_density_nw_per_um2=1200
export IMPL_detail_route_drc_violations=0
export IMPL_cts_buf_count=3
export IMPL_arrival_ns=2.01
export IMPL_num_vias=850
export IMPL_clock_tree_from_tritoncts="done"
export IMPL_yosys_most_used_dff="edfxtp_1"
export IMPL_insertion_delay_ns=0.21
export IMPL_layout_area_overhead_vs_synth_pct=37.0
export IMPL_synth_cell_area_sq_um=906
export IMPL_highest_routed_layer="met4"
export IMPL_synth_adder_area_share_pct=13.8
export IMPL_report_final_hold_viol_count=0
export IMPL_cts_hold_buf=0
export IMPL_drt_first_iter_violations=69
export IMPL_die_height_um=89
export IMPL_sequential_area_share_after_synthesis_pct=11.0
export IMPL_yosys_stat_cells=109
export IMPL_drv_max_cap_violation_count=0
export IMPL_global_route_usage_total_pct=6.25
export IMPL_static_leakage_power_nw=0.501
export IMPL_setup_repair_after_global_routing_missed_its_margin="no"
export IMPL_critPathMaxStageDelay_ns=0.43
export IMPL_critical_path_slowest_cell="edfxtp_1"
export IMPL_gp_routability_congestion=0.844
export IMPL_met2_layer_wire_length_in_the_routed_design_mm=1.24
export IMPL_enable_flop_cells=2
export IMPL_drive_gt1_share_pct=21.3
export IMPL_placement_setup_worst_slack_ns=0.268
export IMPL_number_of_rows_created_at_floorplan=25
export IMPL_floorplan_die_area_sq_um=7920
export IMPL_slew_violations=0
export IMPL_detailedRoute_firstPassIterationCount=4
export IMPL_post_synth_mux_area_share_pct=19.6
export IMPL_cts_post_setup_buffers_inserted=0
export IMPL_detail_route_wirelength_mm=2.49
export IMPL_wire_length_of_the_first_global_routing_pass_mm=4.02
export IMPL_clock_sinks=4
export IMPL_place_hpwl_mm=1.92
export IMPL_ys_flops=4
export IMPL_synth_top_cells_by_area="ha_1 14%, mux2i_1 7.7%, buf_4 7.5%"
export IMPL_clock_tree_root_cell="clkbuf_8"
export IMPL_postSynthCellCount=109
export IMPL_required_ns=2.16
export IMPL_cts_buffer_depth=2
export IMPL_timing_clock_skew_ns=0.00180
export IMPL_crit_path_start_kind="flop"
export IMPL_routed_wl_met3_um=173
export IMPL_design_core_area_sq_um=4660
export IMPL_timing_hold_ws_ns=0.886
export IMPL_max_vdd_ir_drop_mv=0.341
export IMPL_synth_async_reset_ratio_pct=0
area by class of cell:
type                            instances  area (sq um)
Clock buffer                            3          41.3
Sequential cell                         4           101
Inverter                                4          15.0
Tap cell                               54          67.6
Multi-Input combinational cell         84           711
Fill cell                             479          3420
Timing Repair Buffer                   32           305
through the flow:
stage	area [sq um]	instances	power, mW
floorplan	906	109	0.923
global placement	1170	178	1.34
detailed placement	1170	178	1.32
CTS	1210	181	1.46
global route	1240	181	1.64
finish	1240	181	1.48
synth_stat cells, types with 3 or more instances:
library cell  instances
nand3_1               4
nand2b_1              4
a31oi_1               3
o211ai_1              3
inv_1                 3
o21ai_0               3
nand2_1               5
mux2i_1               7
a21oi_1               6
nor2_1                7
buf_2                 6
ha_1                 10
buf_4                 9
worst max-delay path, delay by kind of cell, from the launching register on:
kind / cells / cell delay, ns
fa+ha+maj: 1 / 0.23
buf+inv: 2 / 0.59
flops: 1 / 0.43
simple gates: 2 / 0.55
path summary, 6_finish.rpt:
path | from | endpoint | slack [ns] | depth (start not counted)
min | flop | state[0] | 0.89 | 4
min reg2reg | flop | state[0] | 0.89 | 4
max reg2reg | flop | flop | 0.61 | 5
max | flop | bus_controller[7] | 0.15 | 5
layout by cell type, fill, tap and decap left out, types with 3 or more instances in the layout:
master and count:
clkdlybuf4s50_1 26, ha_1 8, clkbuf_8 3, nand2_1 5, a21oi_1 6, nor2_1 7
inv_1 3, buf_4 6, nand2b_1 4, mux2i_1 7, a31oi_1 3, nand3_1 4
o211ai_1 3, o21ai_0 3
power by group:
group	leakage [nW]	switching (mW)	internal [mW]	total, mW
registers	0.0386	0.0925	0.109	0.202
clock network	0.0216	0.0285	0.0948	0.123
logic	0.441	0.505	0.655	1.16
total	0.501	0.626	0.859	1.48
metal layers:
metal,global-route usage (%),vias up
met1,7.37,397
met2,11.1,26
met3,1.93,4
met4,0.867,0
met5,0,-
li1,-,423
cells by family after synthesis:
kind of cell,Yosys count
AND/OR/NAND/NOR,36
AND-OR/OR-AND,24
buffers and inverters,21
multiplexers,14
adder cells (fa/ha/maj),10
flip-flops,4
what timing repair did:
item / 4_1_cts / 5_1_grt
resized: 0 / 5
endpoints found under the setup margin: 0 / 10
endpoints found under the hold margin: 0 / 0
Power and IR drop assume default switching activity.
